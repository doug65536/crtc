==> design/flow/design.v <==
module fifo(
	clk,
	reset,
	wr_en,
	rd_en,
	wr_data,
	rd_data, 
	not_full,
	not_empty,
	error
);
parameter DATA_WIDTH = 32;
parameter ADDR_WIDTH = 4;
localparam FIFO_SIZE = {1'b1, {(ADDR_WIDTH){1'b0}}};
input clk;
input reset;
input wr_en;
input rd_en;
input [DATA_WIDTH-1:0] wr_data;
output [DATA_WIDTH-1:0] rd_data;
output not_full;
output not_empty;
output error;
reg [DATA_WIDTH-1:0] queue[0:FIFO_SIZE-1];
reg [ADDR_WIDTH-1:0] rd_index;
reg [ADDR_WIDTH-1:0] wr_index;
reg [ADDR_WIDTH:0] count;
wire [ADDR_WIDTH-1:0] next_rd_index = rd_index + 1'b1;
wire [ADDR_WIDTH-1:0] next_wr_index = wr_index + 1'b1;
wire [ADDR_WIDTH:0] increase_count = count + 1'b1;
wire [ADDR_WIDTH:0] decrease_count = count - 1'b1;
assign not_full = ~count[ADDR_WIDTH];
assign not_empty = |count;
assign rd_data = queue[rd_index];
always @(posedge clk or posedge reset)
begin
	if (reset)
	begin
		wr_index <= 1'b0;
		rd_index <= 1'b0;
		count <= 1'b0;
	end
	else if (rd_en & wr_en)
	begin
		queue[wr_index] <= wr_data;
		rd_index <= next_rd_index;
		wr_index <= next_wr_index;
	end
	else if (wr_en)
	begin
		queue[wr_index] <= wr_data;
		wr_index <= next_wr_index;
		count <= increase_count;
	end
	else if (rd_en)
	begin
		rd_index <= next_rd_index;
		count <= decrease_count;
	end
end
endmodule
==> design/flow/run.sh <==
#!/bin/bash
# OpenROAD 26Q1-2900-gdf79404cd8, Yosys 0.63+post, stock flow scripts
make -C /OpenROAD-flow-scripts/flow DESIGN_CONFIG=/design/flow/config.mk WORK_HOME=/design/flow/orfs finish
==> design/flow/config.mk <==
export PLATFORM = sky130hd
export DESIGN_NAME = fifo
export DESIGN_NICKNAME = fifo
export VERILOG_FILES = /design/flow/design.v
export SDC_FILE = /design/flow/constraint.sdc
export NUM_CORES = 4
export LEC_CHECK = 1
export CORE_UTILIZATION = 50
==> design/flow/constraint.sdc <==
current_design fifo

set clk_period 9.7
set clk_io_pct 0.2

create_clock -name clk0 -period $clk_period [get_ports {clk}]

set non_clock_inputs [all_inputs -no_clocks]
set_input_delay [expr $clk_period * $clk_io_pct] -clock clk0 $non_clock_inputs
set_output_delay [expr $clk_period * $clk_io_pct] -clock clk0 [all_outputs]
==> deck_impl_summary.md <==
Key Metrics from the Run

Placement
  • IO Port Bufs: 69
  • Hpwl dp: 23530 µm
  • Pre-CTS WS: 4.074 ns
  • Final RePlAce weighted congestion: 0.7831

Route
  • DR vias: 11070
  • # diodes: 0
  • Routed wire per std cell: 26.38 µm
  • DRT Wirelength: 46720 µm
  • Initial DRT Pass Iterations: 5
  • Drt via density: 6.248
  • DR DRC count: 0
  • Initial DRC count: 809
  • Post-detailed-route count of antenna-violating nets: 0

CTS
  • Clk latency late pin: 0.60 ns
  • CTS tree: yes
  • Post_cts resized: 0
  • # H-tree levels: 2
  • Cts hold-fix bufs: 0
  • CTS sink cnt: 525
  • Clock Tree Buf Depth: 3
  • Setup bufs post-CTS: 0
  • Clock slew seen by the registers of the worst setup and hold paths: 0.06 ns
  • Number of buffers created by CTS: 54
  • CTS root buffer: clkbuf_16

Floorplanning
  • I/O pin count: 71
  • FP Util: 0.5084
  • Die height: 203.2 µm
  • Die area: 41300 µm²
  • Die W: 203.2 µm
  • Rows: 73
  • Core box area: 39820 µm²

Synth
  • Area leader share: 0.7594
  • Mapped Cells: 1139
  • # Cells Yosys: 1139
  • Mapped Area: 20250 µm²
  • Register share after synthesis: 0.7754
  • Synthesis area per yosys: 20250 µm²
  • Netlist cell types: 49
  • Top cells by area: edfxtp_1 (76%), mux4_2 (2.3%), a222oi_1 (2.1%), a22oi_1 (1.7%), dfrtp_1 (1.6%)
  • Synth area leader: edfxtp_1
  • Post-synth regs: 525
  • Mean Syn Cell Area: 17.78 µm²
  • Yosys warnings: 3

Pwr
  • Pwr dens: 308.0 nW/µm²
  • Combinational cell fraction of total power: 0.321
  • Internal: 4.916 mW
  • Sw frac: 0.3143
  • Clk network pwr share: 0.290
  • Max VDD drop: 190.3 µV
  • Sequential power share: 0.389
  • Leakage power: 7.215 nW
  • Switching power: 2.253 mW

Final timing
  • Fmax: 160.8 MHz
  • Final min period: 6.220 ns
  • Max-slew headroom: 0.4399
  • Final setup viols: 0
  • Min setup slack post-route: 3.480 ns
  • Sum of negative setup slack: 0 ns
  • Setup Skew: 0.01247 ns
  • Final max-slew violation count: 0
  • Final period util: 0.6412
  • Final Hold Fails: 0
  • RSZ-0062 raised after global routing: false
  • Worst-margin pin slew: 0.8402 ns

Layout
  • Final-layout fill cell count: 2934
  • Syn-to-layout area delta: 14.95%
  • Layout cells sized above 1: 0.1340

Worst setup path
  • Kind of critical path: reg -> out
  • Crit start category: flop
  • CP arrival: 4.28 ns
  • Worst EP required: 7.76 ns
  • Crit path capture type: output pin
  • Worst Path Max Fanout: 50

Run
  • Max_cap viols: 0
  • Tool warning count: 32

Outcome
  • Outcome: completed

Global routing
  • Grt ovf: 0
  • All-Layer GR Usage: 0.2605
  • Number of global-route vias before repair: 11710
  • First-pass GRT wire length: 70900 µm
  • Initial antenna violation count: 0
  • Largest net degree at the start of global routing: 62

Hold path
  • Hold Path Class: reg -> reg
Yosys cell counts (all sizes together):
cell,number
a31oi,43
o21ai,5
o21a,21
edfxtp,512
nor4,1
a32oi,31
and3,1
a311oi,21
nor3,7
conb,1
o22ai,11
a21o,2
a311o,1
mux2i,12
nand2,76
ha,13
clkbuf,18
mux2,2
and2,1
inv,10
buf,72
fa,1
a22oi,45
o211ai,10
nand3,2
dfrtp,13
nand3b,1
mux4,21
a32o,1
nand2b,2
a222oi,42
xnor2,8
a211oi,10
nor2,43
xor2,2
nand4,1
o32a,10
a221oi,20
nor2b,1
a22o,20
a21oi,25
critical path, cell delays in order, from the launching register on:
cell and delay (ns):
dfrtp_2 0.91, buf_4 0.61, nor2_4 0.09, o21ai_4 0.41, buf_4 0.62, o211ai_1 0.18
o32a_1 0.41, clkdlybuf4s50_1 0.42
cell type report:
cell class                 instances  area, µm²  area share
tap                              525      656.9     0.02822
inverter                          10      37.54    0.001613
sequential                       525      15710      0.6748
clock buffer                      67       1504     0.06462
clock inverter                    29      282.8     0.01215
timing repair buffer             101      930.9     0.04000
multi-input combinational        514       4158      0.1786
registers in the layout, summed over array words and instances, names as in the netlist:
register and cells:
wr_index 4, count 5, queue 512, rd_index 4
path summary, 6_finish.rpt:
check / startpoint / end / slack [ns] / cells past startpoint
max in group asynchronous: reset / rd_index[3] / 7.48 / 2
worst min register to register: count[4] / count[4] / 0.51 / 1
worst max-delay path: rd_index[2] / rd_data[17] / 3.48 / 7
worst max register to register: wr_index[2] / queue[13][17] / 7.33 / 3
min in group asynchronous: reset / count[4] / 1.77 / 2
worst min-delay path: count[4] / count[4] / 0.51 / 1
stage by stage:
stage | utilization | area [µm²] | hold WS (ns) | std cells | power (mW)
2_1_floorplan | - | 20250 | 0.4686 | 1139 | 4.210
3_3_place_gp | 0.5396 | 21490 | 0.4932 | 1675 | 5.127
3_5_place_dp | 0.5396 | 21490 | 0.5056 | 1675 | 5.136
4_1_cts | 0.5845 | 23270 | 0.5185 | 1771 | 7.215
5_1_grt | 0.5845 | 23270 | 0.5470 | 1771 | 7.526
6_report | 0.5845 | 23270 | 0.5133 | 1771 | 7.170
layer usage:
metal  GRT usage  wire length, µm
met5    0.005952                0
met4     0.04404              957
met3      0.1806             7451
met2      0.3548            20900
met1      0.3892            17420
kinds of logic after synthesis:
| logic type | share of synthesized area |
|---|---|
| fa+ha+maj | 0.009023 |
| simple gates | 0.02744 |
| other cells | 0.0001852 |
| compound gates | 0.1259 |
| mux | 0.03040 |
| flops | 0.7754 |
| xor+xnor | 0.004326 |
| buf+inv | 0.02725 |
power groups by stage:
stage	clock, mW	combinational [mW]	sequential (mW)
CTS	2.11	2.32	2.79
global route	2.20	2.51	2.81
finish	2.08	2.30	2.79
cells in the final DEF (no fill, tap or decap), types with 4 or more instances in the layout:
cell and count:
mux4_2 21, clkinv_1 13, a22o_1 20, clkbuf_16 57, ha_1 9, a222oi_1 42
xnor2_1 8, clkinv_2 9, ha_4 4, a32oi_1 31, a221oi_1 13, clkbuf_8 4
nor2_4 13, a211oi_1 10, a311oi_1 21, clkdlybuf4s50_1 69, bufinv_16 6, a31oi_1 43
mux2i_1 12, o22ai_1 11, nand2_1 76, o32a_1 10, a22oi_1 45, o21ai_0 4
o211ai_1 10, a21oi_1 25, edfxtp_1 512, nor3_2 5, nor2_1 30, o21a_1 21
dfrtp_1 11, buf_4 32, a221oi_2 7, clkbuf_1 6, inv_1 8
Power is estimated from default activity; no workload was simulated.
